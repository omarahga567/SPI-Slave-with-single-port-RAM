`./run.sh`:
```
#!/bin/bash
# OpenROAD 26Q1-2900-gdf79404cd8, Yosys 0.63+post, stock flow scripts
make -C /OpenROAD-flow-scripts/flow DESIGN_CONFIG=/design/flow/config.mk WORK_HOME=/design/flow/orfs finish
```
`./config.mk`:
```
export PLATFORM = sky130hd
export DESIGN_NAME = SPI_RAM_wrapper
export DESIGN_NICKNAME = SPI_RAM_wrapper
export VERILOG_FILES = /design/flow/design.v
export SDC_FILE = /design/flow/constraint.sdc
export NUM_CORES = 4
export LEC_CHECK = 1
export CORE_UTILIZATION = 30
```
`./constraint.sdc`:
```
current_design SPI_RAM_wrapper

set clk_period 27.7
set clk_io_pct 0.2

create_clock -name clk0 -period $clk_period [get_ports {clk}]

set non_clock_inputs [all_inputs -no_clocks]
set_input_delay [expr $clk_period * $clk_io_pct] -clock clk0 $non_clock_inputs
set_output_delay [expr $clk_period * $clk_io_pct] -clock clk0 [all_outputs]
```
`./design.v`:
```
module RAM (din,clk,rst_n,rx_valid,dout,tx_valid);
parameter MEM_DEPTH = 256;
parameter ADDR_SIZE = 8;
input [9:0] din;
input clk,rst_n,rx_valid;
output reg [7:0] dout;
output reg tx_valid;
reg [7:0] wr_addr,rd_addr;
reg [7:0] mem [255:0];
always @(posedge clk) begin
    if (~rst_n) begin
        dout <= 0;
        wr_addr <=0;
        rd_addr <=0;
    end else if (rx_valid) begin
        case (din[9])
            1'b0: begin
                if (din[8] == 0) 
                    wr_addr <= din[7:0];
                else 
                    mem [wr_addr] <= din[7:0];
            end
            1'b1: begin
               if (din[8] == 0)
                    rd_addr <= din[7:0];
                else 
                    dout <= mem[rd_addr];
                    tx_valid <= 1'b1;
            end
        endcase
    end
end
endmodule
module SPI_RAM_wrapper (
    input  MOSI,
    output MISO,
    input  SS_n,
    input  clk,
    input  rst_n
);
    wire [9:0] rx_data;    
    wire       rx_valid;   
    wire [7:0] tx_data;    
    wire       tx_valid;  
    SPI_Slave spi_slave_inst (
        .MOSI(MOSI),
        .MISO(MISO),
        .SS_n(SS_n),
        .clk(clk),
        .rst_n(rst_n),
        .rx_data(rx_data),     
        .tx_data(tx_data),     
        .rx_valid(rx_valid),   
        .tx_valid(tx_valid)    
    );
    RAM ram_inst (
        .din(rx_data),         
        .clk(clk),
        .rst_n(rst_n),
        .rx_valid(rx_valid),   
        .dout(tx_data),        
        .tx_valid(tx_valid)    
    );
endmodule
module SPI_Slave (MOSI,MISO,SS_n,clk,rst_n,rx_data,tx_data,rx_valid,tx_valid);
    parameter IDLE = 0;
    parameter CHK_CMD = 1;
    parameter WRITE = 2;
    parameter READ_DATA = 3;
    parameter READ_ADD = 4;
    reg [2:0] CS, NS;
    input MOSI;
    output reg MISO;
    input SS_n,clk,rst_n;
    input [7:0] tx_data;
    output reg [9:0] rx_data;
    output reg rx_valid;
    input tx_valid;
    reg [3:0] counter = 0;
    reg wr_or_rd;
    reg [1:0] rx_data_MSB;
    reg [9:0] rx_data_in;
    reg [7:0] tx_data_out;
    reg shifter_loaded; 
    always @(posedge clk) begin
        if (~rst_n) begin
            rx_data_in <= 10'b0;
            rx_valid <= 1'b0;
            counter <= 0;
            rx_data <= 10'b0;
            MISO <= 1'b0;
            tx_data_out <= 8'b0;
            shifter_loaded <= 1'b0; 
        end else if (~SS_n) begin
            if (counter == 0)
                wr_or_rd <= MOSI;
            else if (counter == 3) begin
                rx_data_MSB <= rx_data_in[1:0];
                rx_data_in <= {rx_data_in[8:0], MOSI};
            end else
                rx_data_in <= {rx_data_in[8:0], MOSI};
            counter <= counter + 1;
            if (CS == READ_DATA && tx_valid) begin
                if (!shifter_loaded) begin 
                    tx_data_out <= tx_data;     
                    MISO <= tx_data[7];        
                    shifter_loaded <= 1'b1;    
                end else begin
                    tx_data_out <= {tx_data_out[6:0], 1'b0}; 
                    MISO <= tx_data_out[7];                 
                end
            end else if (CS != READ_DATA) begin
                MISO <= 1'b0;
            end
        end else begin
            rx_valid <= 1'b0;
            counter <= 0;
            shifter_loaded <= 1'b0; 
        end
        if (counter == 11) begin
            counter <= 0;
            if (CS == WRITE || CS == READ_ADD) begin
                rx_data <= rx_data_in;
                rx_valid <= 1'b1;
            end
        end
    end
    always @(posedge clk) begin
        if (~rst_n) begin
            CS <= IDLE;
        end else begin
            CS <= NS;
        end
    end
    always @ (*) begin
        NS = CS;
        case (CS)
        IDLE:
            if(~SS_n)
                NS = CHK_CMD;
            else
                NS = IDLE;
        CHK_CMD:
            if (SS_n)
                NS = IDLE;
            else if (counter > 3) begin
                if (wr_or_rd == 1'b0)
                    NS = WRITE;
                else if (wr_or_rd == 1'b1 && rx_data_MSB == 2'b10)
                    NS = READ_ADD;
                else if (wr_or_rd == 1'b1 && rx_data_MSB == 2'b11)
                    NS = READ_DATA;
                else
                    NS = IDLE;
            end
            else
                NS = CHK_CMD;
        WRITE:
            if (SS_n)
                NS = IDLE;
            else
                NS = WRITE;
        READ_ADD:
            if (SS_n)
                NS = IDLE;
            else
                NS = READ_ADD;
        READ_DATA:
            if (SS_n)
                NS = IDLE;
            else
                NS = READ_DATA;
        default:
             NS = IDLE;
        endcase
    end
endmodule
```
==> results.toml <==
# yosys + openroad results
[run_status]
status = "completed"

[run]
tool_warnings = 30
drv_cap = 0

[synthesis]
edf_count = 2051
yosys_area_sq_um = 82200
yosysWarnings = 2
ys_cells = 4198
avgSynthCellArea_sq_um = 19.6
synth_flops = 2115
synthCells = 4198
flop_cell = "edfxtp_1"
ys_types = 66
yosysSeqAreaShare_pct = 76.5
ys_async_sr_fraction_pct = 0
mappedNetlistArea_sq_um = 82200

[detailed_routing]
dr.pass1.iters = 9
antenna_left = 0
wl_microns = 233000
wl_per_cell_microns = 29.0
viasPerCell = 5.22
drt_iter0_drc = 3140
drcViolationCount = 0
vias = 42000

[timing]
fin_worst_skew_ns = 0.0458
fin_ws_ns = 19.52
worst_pin_slew_ns = 1.02
finalSetupViolCount = 0
timing.slew.headroom_pct = 31.4
finalHoldViolCount = 0
finalCritPeriodShare_pct = 29.5
tns_ns = 0
slew_violations = 0
rsz0062_at_grt = "no"
clock.fmax_mhz = 122
period_minus_slack_ns = 8.18

[worst_setup_path]
worst-path-max-fanout = 12
critical_path_class = "in2reg"
crit_path_start_kind = "input pin"
reg2reg_slack_ns = 21.98
worstPathRequired_ns = 28.16
crit_arrival_ns = 8.65
crit_path_end_kind = "flip-flop"
r2r_cells = 9

[placement]
post-dp-hpwl_microns = 149000
gp_congestion = 0.978
post-place-ws_ns = 18.84
io_buffers = 4

[cts]
cts_tree = "yes"
cts.sinks = 2115
clk_pin_slew_worst_paths_ns = 0.06
cts_max_level = 4
postCtsHoldBufs = 0
clockRootBuffer = "clkbuf_16"
cts_buffers = 201
clk_latency_ns = 0.84
clk_path_buf_depth = 3
cts_setup_buffers = 0
cts_resized = 0

[global_routing]
first_global_vias = 46200
grt.overflow.total = 0
grt_max_degree = 104
antenna_found_initial = 4
grt_pass1_wl_microns = 332000
grt.total_usage_pct = 18.1

[layout]
drive_gt1_share_pct = 18.6
nFillCells = 24900
syn_to_final_growth_pct = 13.3

[floorplan]
die_h_microns = 525
pin_count = 5
fp-row-count = 191
coreArea_sq_um = 271000
die_w_microns = 525
fp_util_pct = 30.3
die_area_sq_um = 276000

[power_and_ir_drop]
p_per_area_nw_per_um2 = 66.6
power.leakage_nw = 27.5
finalPower_mw = 6.20
vdd_ir_drop_max_uv = 59.3

[worst_hold_path]
hold_class = "reg2reg"
holdPathStages = 2
-- power by group --
part / internal (mW) / leakage [nW] / switching (mW) / total [mW]
clock network: 1.58 / 3.24 / 1.17 / 2.75
registers: 3.45 / 19.5 / 0.000377 / 3.45
logic: 0.00187 / 4.79 / 0.00285 / 0.00473
total: 5.03 / 27.5 / 1.17 / 6.20
-- worst max-delay path: stages --
cell	delay (ns)
buf_2	0.18
nand2_1	0.51
nor2_1	0.37
buf_4	0.26
nand4_1	0.64
buf_4	0.53
nor2_1	0.58
-- metal layers --
metal | GRT usage, % | wire [microns]
met2 | 25.9 | 105000
met4 | 5.49 | 8910
met1 | 18.8 | 72800
met3 | 16.4 | 45900
met5 | 2.10 | 659
-- cells by family (layout without fill, tap and decap cells) --
family,after synthesis,in the layout,synth area share [%]
adders and majority gates,2,2,0.0304
other,0,6,0
muxes,715,715,14.2
buffers and inverters,267,538,1.92
xor gates and xnor gates,1,1,0.0107
and+or+nand+nor,633,633,3.39
DFF,2115,2115,76.5
AOI/OAI and AO/OA,465,465,3.97
-- sequential cells by signal (all words and copies together) (netlist names) --
signal,count
spi_slave_inst.shifter_loaded,1
ram_inst.mem,2048
spi_slave_inst.MISO,1
spi_slave_inst.rx_data_in,10
ram_inst.rd_addr,8
spi_slave_inst.counter,4
spi_slave_inst.CS,5
spi_slave_inst.tx_data_out,8
spi_slave_inst.rx_data_MSB,2
spi_slave_inst.rx_data,10
spi_slave_inst.rx_valid,1
ram_inst.wr_addr,8
ram_inst.dout,8
spi_slave_inst.wr_or_rd,1
-- synthesized netlist by cell type (7+ instances only) --
master     instances  area, sq um
a2111oi_0         15          131
a211oi_1          48          360
a21oi_1           48          240
a22o_1             8         70.1
a22oi_1           70          526
a31oi_1           24          150
and3_1            10         62.6
buf_1             14         52.6
buf_2             58          290
buf_4             27          203
buf_6             31          349
buf_8             12          180
clkbuf_1         115          432
dfxtp_1           64         1280
edfxtp_1        2051        61600
inv_1              7         26.3
mux2i_1          352         3520
mux4_2           359         8090
nand2_1          159          597
nand2b_1           7         43.8
nand3_1           40          200
nand4_1           12         75.1
nor2_1           290         1090
nor2b_1           41          257
nor3_1            29          145
nor4_1             9         56.3
o21ai_0           31          155
o221ai_1          57          499
o22ai_1          122          763
or3_1             10         62.6
-- final cells by class --
class	instances	area, sq um	area share (%)
flip-flops and latches	2115	62900	67.6
clock inverters	117	1250	1.34
inverters	8	31.3	0.0336
diodes	6	15.0	0.0161
clock buffers	254	5360	5.75
repair buffers	159	1290	1.38
multi-input cells	1816	17800	19.1
well taps	3570	4470	4.80
-- through the flow --
stage,std cells,cell area [sq um],hold WS [ns],utilization (%)
2_1_floorplan,4198,82200,0.424,-
3_3_place_gp,7668,86500,0.442,31.9
3_5_place_dp,7668,86500,0.449,31.9
4_1_cts,8039,93100,0.469,34.3
5_1_grt,8040,93100,0.499,34.3
6_report,8045,93100,0.470,34.3
-- path summary, 6_finish.rpt --
check,start,endpoint
min,spi_slave_inst.rx_data_in[6],spi_slave_inst.rx_data[6]
max reg2reg,ram_inst.rd_addr[0],ram_inst.dout[0]
min reg2reg,spi_slave_inst.rx_data_in[6],spi_slave_inst.rx_data[6]
max,rst_n,ram_inst.mem[238][2]
-- cell usage in the layout, fill, tap and decap left out, drive strengths merged, types with 12 or more instances in the layout --
cell type	netlist	final
bufinv	0	22
clkinv	0	88
buf	144	156
clkbuf	115	254
nor3	29	29
dfxtp	64	64
o22ai	122	122
nor2b	41	41
o21ai	35	35
a21oi	48	48
a31oi	24	24
mux2i	352	352
nand4	12	12
nor2	290	290
mux4	359	359
a211oi	48	48
a22oi	70	70
inv	8	14
a2111oi	15	15
nand2	160	160
o221ai	57	57
edfxtp	2051	2051
nand3	40	40
No activity file was given, so power comes from the tool's default toggle rates.
